[flow/config.mk]
export PLATFORM = sky130hd
export DESIGN_NAME = apb2reg
export DESIGN_NICKNAME = apb2reg
export VERILOG_FILES = /design/flow/design.v
export SDC_FILE = /design/flow/constraint.sdc
export NUM_CORES = 4
export LEC_CHECK = 1
export CORE_UTILIZATION = 40
[flow/constraint.sdc]
current_design apb2reg

set clk_period 1.3
set clk_io_pct 0.2

create_clock -name clk0 -period $clk_period [get_ports {clk}]

set non_clock_inputs [all_inputs -no_clocks]
set_input_delay [expr $clk_period * $clk_io_pct] -clock clk0 $non_clock_inputs
set_output_delay [expr $clk_period * $clk_io_pct] -clock clk0 [all_outputs]
[flow/design.v]
`timescale 1ns / 1ps
module apb2reg (
    input              clk           ,
    input              reset_n       ,
    input              psel          ,
    input       [15:2] paddr         ,
    input              pwrite        ,
    input       [31:0] pwdata        ,
    input              penable       ,
    output      [31:0] prdata        ,
    output             pready        ,
    output wire [31:0] reg_write_data,
    output wire [15:0] reg_addr      ,
    input  wire [31:0] reg_read_data ,
    output wire        reg_write     ,
    output             reg_read      ,
    output             reg_idle
);
    reg        reg_wr_en         ;
    reg        reg_re_en         ;
    reg        reg_wr_en_dly     ;
    reg        reg_re_en_dly     ;
    reg        reg_idle_reg      ;
    reg [31:0] reg_read_data_dly ;
    reg [31:0] reg_write_data_dly;
    reg [15:0] reg_addr_dly      ;
    always @(posedge clk) begin : proc_reg_write_data_dly
        if(~reset_n) begin
            reg_write_data_dly <= 0;
        end else if(psel) begin
            reg_write_data_dly <= pwdata;
        end
    end
    always @(posedge clk) begin : proc_reg_addr_dly
        if(~reset_n) begin
            reg_addr_dly <= 0;
        end else if(psel) begin
            reg_addr_dly <= {paddr, 2'b0};
        end
    end
    always @(posedge clk) begin : proc_reg_wr_en
        if(~reset_n) begin
            reg_wr_en <= 0;
        end else if(reg_wr_en) begin
            reg_wr_en <= 1'b0;
        end else if(psel & pwrite & ~penable) begin
            reg_wr_en <= 1'b1;
        end
    end
    always @(posedge clk) begin : proc_reg_re_en
        if(~reset_n) begin
            reg_re_en <= 0;
        end else if(reg_re_en)begin
            reg_re_en <= 1'b0;
        end else if(psel & ~pwrite & ~penable) begin
            reg_re_en <= 1'b1;
        end
    end
    always @(posedge clk) begin : proc_reg_re_en_dly
        if(~reset_n) begin
            reg_re_en_dly <= 0;
        end else begin
            reg_re_en_dly <= reg_re_en;
        end
    end
    always @(posedge clk) begin : proc_reg_wr_en_dly
        if(~reset_n) begin
            reg_wr_en_dly <= 0;
        end else begin
            reg_wr_en_dly <= reg_wr_en;
        end
    end
    always @(posedge clk) begin : proc_reg_read_data_dly
        if(~reset_n) begin
            reg_read_data_dly <= 0;
        end else begin
            reg_read_data_dly <= reg_read_data;
        end
    end
    always @(posedge clk) begin : proc_reg_idle_reg
        if(~reset_n) begin
            reg_idle_reg <= 1'b1;
        end else begin
            reg_idle_reg <= pready;
        end
    end
    assign reg_write      = reg_wr_en;
    assign reg_read       = reg_re_en;
    assign reg_addr       = reg_addr_dly;
    assign reg_write_data = reg_write_data_dly;
    assign reg_idle       = reg_idle_reg;
    assign prdata = reg_read_data_dly;
    assign pready = ~penable | (~reg_re_en & ~reg_re_en_dly) | (~reg_wr_en & reg_wr_en_dly);
endmodule
[flow/run.sh]
#!/bin/bash
# OpenROAD 26Q1-2900-gdf79404cd8, Yosys 0.63+post, stock flow scripts
make -C /OpenROAD-flow-scripts/flow DESIGN_CONFIG=/design/flow/config.mk WORK_HOME=/design/flow/orfs finish
==> changes_impl.md <==
### Metrics

* Core Util at FP at 41.25%
* Vias in the first global route at 2003
* # DRC at 0
* Sink Count at 83
* Synth mux share at 16.43%
* Power, Total at 5396 uW
* Final cell count without fillers at 501
* Worst EP required at around 1.0 ns
* Setup Skew at around 0.00026 ns
* Clk pwr share at 36.7%
* Die y size at about 86 um
* Yosys reg bits at 83
* Total routed wirelength at ~6000 um
* Seq pwr share at between 50% and 60%
* Grt total ovfl at 0
* Core area at approximately 6800 um^2
* Sw Ratio at a little over a fifth
* Critical path peak fanout at 2
* Internal power at between 4000 and 5000 uW
* TritonCTS clock tree: yes
* Final Setup Violations at 0
* Simple share at between 10% and 20%
* Late-Pin Clk Latency at around 0.33 ns
* Clock Tree Buf Depth at 2
* Crit path DAT at 1.00 ns
* Count of port buffers added during placement at 164
* Number of top-level pins at around 170
* Synthesis area per yosys at between 2000 and 3000 um^2
* Tcrit/Tclk final at a little under 100%
* Final core utilization at 69.63%
* Initial DRC Count at about 95
* Num CTS Buffers at 9
* Share of layout cells above drive strength 1 at roughly a fifth
* Fmax at around 0.8 GHz
* Hold path depth at 3
* Yosys aoi share at less than 1%
* Peak supply drop at slightly above 0.9 mV
* Leakage Power at around 0.0022 uW
* N_diodes at 0
* NetSw at between 1000 and 1500 uW
* Pre-CTS WS at -0.2268 ns
* Final Hold Vio Count at 0
* GR Util All Layers at 17.53%
* Gpl congestion at between 0.7 and 0.8
* Final min period at roughly 1.3 ns
* Avg WL per Cell at between 10 and 15 um
* Die W at roughly 86 um
* Post-synthesis adder-cell area fraction at 0%
* XORs/XNORs by Area at 0%
* Vias at 2115
* Cells in synth_stat.txt at ~230
* Chip area at between 7000 and 8000 um^2
* Mean Syn Cell Area at ~12 um^2
* Kind of critical path: flop to primary output
* DR pass1 iterations at 2
* DRT antenna net count at 0
* Reg2Reg Setup Slack at around 0.45 ns
* Largest net degree at the start of global routing at about 83
* Worst min-delay path class: input pin to flop
* Clock root cell: clkbuf_8
* Cell count after synthesis at about 230
* Synth logic family: simple AND/OR/NAND/NOR gates
* First-pass GRT wire length at between 9000 and 10000 um
* RSZ-0062 raised after global routing: true
* Power density over cell area at 1141 nW/um^2
* Via density per instance at around 4.2
* Worst Reg-to-Reg Cells at 3
* Rows at 30
* Layout area overhead at 68.79%
* Tool warning count at 27
* Initial antenna violation count at 0
* Worst-path clk slew at around 0.08 ns
* Status: finished clean
* Max Transition Viols Final at 0
* Crit. End Element: primary output
* Combinational power share at between 10% and 20%
* DP HPWL at 4251 um
* WHS at ~0.42 ns
* Synth Cell Area at about 2800 um^2
* Worst setup SP type: flop
* Max cap viols at 0
* Htree depth at 3
* Seq share, synth at 59.29%
* Cell Type Count at 16
* Filler cells at roughly 540
* Placed cell count at approximately 480
* Final worst slack at roughly 0.036 ns
* Top Registers: reg_read_data_dly: 32 flops, reg_write_data_dly: 32 flops, reg_addr_dly: 14 flops
* Yosys warning count at 1
## metal layers
metal | wire (um) | global-route usage, % | part of all wire, %
met1 | 2681 | 25.61 | 44
met2 | 2580 | 24.29 | 42
met3 | 826 | 9.473 | 13
met4 | 73 | 2.727 | 1.2
met5 | 0 | 0 | 0
## metrics by stage
| stage | TNS, ns | instance area, um^2 |
|---|---|---|
| 2_1_floorplan | 0 | 2806 |
| 3_3_place_gp | -0.2295 | 4529 |
| 3_5_place_dp | -0.2268 | 4529 |
| 4_1_cts | 0 | 4722 |
| 5_1_grt | -0.04527 | 4731 |
| 6_report | 0 | 4731 |
## cell type report
type,instances,area (um^2),area share (%)
clock buffers,9,123.9,2.618
flip-flops and latches,83,1724,36.45
well taps,96,120.1,2.539
repair buffers,172,1629,34.44
multi-input cells,134,1041,22.00
clock inverters,7,92.59,1.957
## power groups by stage
stage	Clock [uW]	Sequential, uW	Combinational, uW
after CTS	2050	2740	685
after global routing	2190	2760	739
final	1980	2740	675
## cells in the final DEF, fill, tap and decap left out, types with 3 or more instances in the layout
cell | netlist | routed
dfxtp_1 | 83 | 33
buf_4 | 2 | 4
buf_12 | 0 | 3
buf_2 | 2 | 3
and2_1 | 34 | 34
mux2i_1 | 46 | 46
dlygate4sd2_1 | 0 | 79
nor2b_1 | 46 | 46
clkinv_2 | 0 | 3
dfxtp_2 | 0 | 50
clkdlybuf4s50_1 | 0 | 80
clkbuf_8 | 0 | 9
## final timing paths
path                          from          endpoint
setup / recovery         reg_wr_en            pready
hold / removal             reset_n      reg_idle_reg
setup reg to reg         reg_re_en      reg_idle_reg
hold reg to reg   reg_addr_dly[10]  reg_addr_dly[10]
## critical path, cell delays in order (launching register included)
cell and delay [ns]:
dfxtp_2 0.33, nand2b_4 0.13, o211ai_1 0.09, buf_2 0.12
## logic make-up (layout without fill, tap and decap cells)
family | Yosys count | in the layout
AND/OR/NAND/NOR | 84 | 84
flip-flops | 83 | 83
multiplexers | 46 | 46
buffers and inverters | 16 | 188
AND-OR/OR-AND | 2 | 2
other | 1 | 2
## Yosys cell counts
| master | instances | area, um^2 |
|---|---|---|
| o211ai_1 | 1 | 7.510 |
| nor2b_1 | 46 | 287.8 |
| and2_1 | 34 | 212.7 |
| buf_8 | 3 | 45.04 |
| buf_4 | 2 | 15.01 |
| nor3b_2 | 1 | 12.51 |
| dfxtp_1 | 83 | 1662 |
| conb_1 | 1 | 3.750 |
| mux2i_1 | 46 | 460.4 |
| nand3b_4 | 1 | 20.02 |
| nand2b_1 | 1 | 6.260 |
| nor3_2 | 1 | 10.01 |
| buf_2 | 2 | 10.01 |
| clkbuf_1 | 8 | 30.03 |
| o2111ai_1 | 1 | 8.760 |
| buf_6 | 1 | 11.26 |
## what timing repair did
item,in CTS,in global routing
endpoints found under the setup margin,82,2
hold buffers,0,0
setup buffers,1,1
pin swaps,0,0
cloned,0,0
gates resized,137,1
Power is estimated from default activity; no workload was simulated.
