File: design/flow/design.v
module bit_serial_adder
(
  input                            clk            ,
  input                            reset          ,
  input                            input_stream   ,
  input                            sign_ctrl      ,
  output       reg                 adder_results 
);
wire another_input;
reg c, b1, b2;    
reg [4:0] counter;
assign another_input = b1 & (sign_ctrl) | b2 & (~sign_ctrl);
always@(posedge clk) begin
    if(reset == 1) begin
        counter <= 'b0;
        {b1,b2} <= 'b0;
    end else begin
        counter <= counter + 'b1;
        b1 <= (counter == 5'b11111);
        b2 <= 1'b1;
    end
end
always@(posedge clk or posedge reset)  
begin
    if(reset == 1) begin
        adder_results = 0;
    end else begin
        adder_results = input_stream^another_input^c;
        c = (input_stream & another_input) | (another_input & c) | (input_stream & c);
    end
end
endmodule
`timescale 1ns / 1ps
module coe_acc #(
	parameter NUM_COE_ARRAY   = 16,
	parameter INPUT_SEL_WIDTH = 4
) (
	input                        clk            ,
	input                        reset          ,
	input  [  NUM_COE_ARRAY-1:0] accumulation   ,
	input  [INPUT_SEL_WIDTH-1:0] input_selection,
	input                        sign_ctrl      ,
	output [  NUM_COE_ARRAY-1:0] result
);
	reg  [INPUT_SEL_WIDTH-1:0] input_selection_reg;
	wire                       select_acc         ;
	wire                       adder_results      ;
	wire [  NUM_COE_ARRAY-1:0] data_out           ;
	bit_serial_adder adder (.clk(clk), .reset(reset), .input_stream(accumulation[input_selection_reg]), .sign_ctrl(sign_ctrl), .adder_results(adder_results));
	demux de_mux (.clk(clk), .reset(reset), .sel(input_selection), .Data_out(data_out));
	assign select_acc = accumulation[input_selection_reg];
	assign result     = ((~(data_out)&accumulation)|(data_out)&{(NUM_COE_ARRAY){adder_results}});
endmodule
`timescale 1ns / 1ps
module demux
(
    clk,
    sel,
    reset,
    Data_out 
    );
    input clk;
    input reset;
    input [4:0] sel;
    output reg [32-1:0] Data_out;
always @ (posedge clk) begin
    if (reset) begin
        Data_out <= 'b0;
    end
    else begin
        case (sel)
            5'b00000 : begin
                Data_out[0] <= 'b1;
            end
            5'b00001 : begin
                Data_out[1] <= 'b1;
            end
            5'b00010 : begin
                Data_out[2] <= 'b1;
            end
            5'b00011 : begin
                Data_out[3] <= 'b1;
            end
            5'b00100 : begin
                Data_out[4] <= 'b1;
            end
            5'b00101 : begin
                Data_out[5] <= 'b1;
            end
            5'b00110 : begin
                Data_out[6] <= 'b1; 
            end                  
            5'b00111 : begin     
                Data_out[7] <= 'b1; 
            end                  
            5'b01000 : begin     
                Data_out[8] <= 'b1; 
            end                  
            5'b01001 : begin     
                Data_out[9] <= 'b1; 
            end                  
            5'b01010 : begin     
                Data_out[10] <= 'b1;
            end                  
            5'b01011 : begin     
                Data_out[11] <= 'b1;
            end                  
            5'b01100 : begin     
                Data_out[12] <= 'b1;
            end                  
            5'b01101 : begin     
                Data_out[13] <= 'b1;
            end                  
            5'b01110 : begin     
                Data_out[14] <= 'b1;
            end                  
            5'b01111 : begin     
                Data_out[15] <= 'b1;
            end                  
            5'b10000 : begin     
                Data_out[16] <= 'b1;
            end                  
            5'b10001 : begin     
                Data_out[17] <= 'b1;
            end                  
            5'b10010 : begin     
                Data_out[18] <= 'b1;
            end                  
            5'b10011 : begin     
                Data_out[19] <= 'b1;
            end                  
            5'b10100 : begin     
                Data_out[20] <= 'b1;
            end                  
            5'b10101 : begin     
                Data_out[21] <= 'b1;
            end                  
            5'b10110 : begin     
                Data_out[22] <= 'b1;
            end                  
            5'b10111 : begin     
                Data_out[23] <= 'b1;
            end                  
            5'b11000 : begin     
                Data_out[24] <= 'b1;
            end                  
            5'b11001 : begin     
                Data_out[25] <= 'b1;
            end                  
            5'b11010 : begin     
                Data_out[26] <= 'b1;
            end                  
            5'b11011 : begin     
                Data_out[27] <= 'b1;
            end                  
            5'b11100 : begin     
                Data_out[28] <= 'b1;
            end                  
            5'b11101 : begin     
                Data_out[29] <= 'b1;
            end                  
            5'b11110 : begin     
                Data_out[30] <= 'b1;
            end                  
            5'b11111 : begin     
                Data_out[31] <= 'b1;
            end
            default : begin
                Data_out <= 'b0;
            end
        endcase
    end
    end
    endmodule
`timescale 1ns / 1ps
module mac #(
  parameter NUM_COE_ARRAY      = 16,
  parameter NUM_COMBINED_TERMS = 8 ,
  parameter NUM_BIT_EXPONENT   = 3
) (
  input                                            clk           ,
  input                                            reset         ,
  input  [                      NUM_COE_ARRAY-1:0] accumulation  ,  
  input  [NUM_BIT_EXPONENT*NUM_COMBINED_TERMS-1:0] input_exponent,  
  input  [                 NUM_COMBINED_TERMS-1:0] sign_ctrl     ,
  input  [                                    3:0] data_terms    ,
  input  [                                    4:0] group_size    ,
  input  [                                    6:0] group_budget  ,
  input                                            start_shift   ,  
  output [                      NUM_COE_ARRAY-1:0] output_result
);
  function [31:0] clog2 (input [31:0] x);
    reg [31:0] x_tmp;
    begin
      x_tmp = x-1;
      for(clog2=0; x_tmp>0; clog2=clog2+1) begin
        x_tmp = x_tmp >> 1;
      end
    end
  endfunction
  reg  [NUM_BIT_EXPONENT*NUM_COMBINED_TERMS-1:0]  input_exponent_reg                   ;
  reg  [NUM_BIT_EXPONENT*NUM_COMBINED_TERMS-1:0]  weight_reg                           ;
  reg  [                   NUM_BIT_EXPONENT-1:0]  exponents, weight;
  reg  [          clog2(NUM_COMBINED_TERMS)-1:0]  counter                              ;
  reg  [                 NUM_COMBINED_TERMS-1:0]  sign_ctrl_reg                        ;
  wire [                     NUM_BIT_EXPONENT:0]  input_selection                      ;
  wire [                 NUM_COMBINED_TERMS-1:0]  accumulation_in   [NUM_COE_ARRAY-1:0];
  wire [                 NUM_COMBINED_TERMS-1:0]  accumulation_out  [NUM_COE_ARRAY-1:0];
  reg  [                                    4:0]  group_size_reg                       ;
  reg  [                                    6:0]  group_budget_reg                     ;
  assign input_selection = exponents + weight;
  always@(posedge clk) begin
    if(reset == 1) begin
      counter            <= 'b0;
      input_exponent_reg <= 'b0;
      group_size_reg     <= 'b0;
      group_budget_reg   <= 'b0;
    end else if (start_shift == 1'b1) begin
      group_size_reg                                         <= group_size;
      group_budget_reg                                       <= group_budget;
      input_exponent_reg[group_budget_reg*group_size_reg]    <= input_exponent[group_budget_reg * group_size_reg];
      input_exponent_reg[group_budget_reg*group_size_reg-1]  <= input_exponent[group_budget_reg * group_size_reg-1];
      input_exponent_reg[group_budget_reg*group_size_reg-2]  <= input_exponent[group_budget_reg * group_size_reg-2];
      input_exponent_reg[group_budget_reg*group_size_reg-3]  <= input_exponent[group_budget_reg * group_size_reg-3];
      input_exponent_reg[group_budget_reg*group_size_reg-4]  <= input_exponent[group_budget_reg * group_size_reg-4];
      input_exponent_reg[group_budget_reg*group_size_reg-5]  <= input_exponent[group_budget_reg * group_size_reg-5];
      input_exponent_reg[group_budget_reg*group_size_reg-6]  <= input_exponent[group_budget_reg * group_size_reg-6];
      input_exponent_reg[group_budget_reg*group_size_reg-7]  <= input_exponent[group_budget_reg * group_size_reg-7];
      input_exponent_reg[group_budget_reg*group_size_reg-8]  <= input_exponent[group_budget_reg * group_size_reg-8];
      input_exponent_reg[group_budget_reg*group_size_reg-9]  <= input_exponent[group_budget_reg * group_size_reg-9];
      input_exponent_reg[group_budget_reg*group_size_reg-10] <= input_exponent[group_budget_reg * group_size_reg-10];
      input_exponent_reg[group_budget_reg*group_size_reg-11] <= input_exponent[group_budget_reg * group_size_reg-11];
      input_exponent_reg[group_budget_reg*group_size_reg-12] <= input_exponent[group_budget_reg * group_size_reg-12];
      input_exponent_reg[group_budget_reg*group_size_reg-13] <= input_exponent[group_budget_reg * group_size_reg-13];
      input_exponent_reg[group_budget_reg*group_size_reg-14] <= input_exponent[group_budget_reg * group_size_reg-14];
      input_exponent_reg[group_budget_reg*group_size_reg-15] <= input_exponent[group_budget_reg * group_size_reg-15];
      input_exponent_reg[group_budget_reg*group_size_reg-16] <= input_exponent[group_budget_reg * group_size_reg-16];
      input_exponent_reg[group_budget_reg*group_size_reg-17] <= input_exponent[group_budget_reg * group_size_reg-17];
      input_exponent_reg[group_budget_reg*group_size_reg-18] <= input_exponent[group_budget_reg * group_size_reg-18];
      input_exponent_reg[group_budget_reg*group_size_reg-19] <= input_exponent[group_budget_reg * group_size_reg-19];
      input_exponent_reg[group_budget_reg*group_size_reg-20] <= input_exponent[group_budget_reg * group_size_reg-20];
      input_exponent_reg[group_budget_reg*group_size_reg-21] <= input_exponent[group_budget_reg * group_size_reg-21];
      input_exponent_reg[group_budget_reg*group_size_reg-22] <= input_exponent[group_budget_reg * group_size_reg-22];
      input_exponent_reg[group_budget_reg*group_size_reg-23] <= input_exponent[group_budget_reg * group_size_reg-23];
      sign_ctrl_reg[group_budget_reg*group_size_reg]    <= sign_ctrl[group_budget_reg * group_size_reg];
      sign_ctrl_reg[group_budget_reg*group_size_reg-1]  <= sign_ctrl[group_budget_reg * group_size_reg-1];
      sign_ctrl_reg[group_budget_reg*group_size_reg-2]  <= sign_ctrl[group_budget_reg * group_size_reg-2];
      sign_ctrl_reg[group_budget_reg*group_size_reg-3]  <= sign_ctrl[group_budget_reg * group_size_reg-3];
      sign_ctrl_reg[group_budget_reg*group_size_reg-4]  <= sign_ctrl[group_budget_reg * group_size_reg-4];
      sign_ctrl_reg[group_budget_reg*group_size_reg-5]  <= sign_ctrl[group_budget_reg * group_size_reg-5];
      sign_ctrl_reg[group_budget_reg*group_size_reg-6]  <= sign_ctrl[group_budget_reg * group_size_reg-6];
      sign_ctrl_reg[group_budget_reg*group_size_reg-7]  <= sign_ctrl[group_budget_reg * group_size_reg-7];
      sign_ctrl_reg[group_budget_reg*group_size_reg-8]  <= sign_ctrl[group_budget_reg * group_size_reg-8];
      sign_ctrl_reg[group_budget_reg*group_size_reg-9]  <= sign_ctrl[group_budget_reg * group_size_reg-9];
      sign_ctrl_reg[group_budget_reg*group_size_reg-10] <= sign_ctrl[group_budget_reg * group_size_reg-10];
      sign_ctrl_reg[group_budget_reg*group_size_reg-11] <= sign_ctrl[group_budget_reg * group_size_reg-11];
      sign_ctrl_reg[group_budget_reg*group_size_reg-12] <= sign_ctrl[group_budget_reg * group_size_reg-12];
      sign_ctrl_reg[group_budget_reg*group_size_reg-13] <= sign_ctrl[group_budget_reg * group_size_reg-13];
      sign_ctrl_reg[group_budget_reg*group_size_reg-14] <= sign_ctrl[group_budget_reg * group_size_reg-14];
      sign_ctrl_reg[group_budget_reg*group_size_reg-15] <= sign_ctrl[group_budget_reg * group_size_reg-15];
      sign_ctrl_reg[group_budget_reg*group_size_reg-16] <= sign_ctrl[group_budget_reg * group_size_reg-16];
      sign_ctrl_reg[group_budget_reg*group_size_reg-17] <= sign_ctrl[group_budget_reg * group_size_reg-17];
      sign_ctrl_reg[group_budget_reg*group_size_reg-18] <= sign_ctrl[group_budget_reg * group_size_reg-18];
      sign_ctrl_reg[group_budget_reg*group_size_reg-19] <= sign_ctrl[group_budget_reg * group_size_reg-19];
      sign_ctrl_reg[group_budget_reg*group_size_reg-20] <= sign_ctrl[group_budget_reg * group_size_reg-20];
      sign_ctrl_reg[group_budget_reg*group_size_reg-21] <= sign_ctrl[group_budget_reg * group_size_reg-21];
      sign_ctrl_reg[group_budget_reg*group_size_reg-22] <= sign_ctrl[group_budget_reg * group_size_reg-22];
      sign_ctrl_reg[group_budget_reg*group_size_reg-23] <= sign_ctrl[group_budget_reg * group_size_reg-23];
    end
  end
  always@(posedge clk) begin
    if(reset == 1) begin
      weight_reg <= 'b0;
      counter    <= 'b0;
    end else begin
      counter      <= counter + 1'b1;
      exponents[0] <= input_exponent_reg[counter*data_terms];
      exponents[1] <= input_exponent_reg[counter*data_terms+1];
      exponents[2] <= input_exponent_reg[counter*data_terms+2];
      weight[0]    <= weight_reg[counter*data_terms];
      weight[1]    <= weight_reg[counter*data_terms+1];
      weight[2]    <= weight_reg[counter*data_terms+2];
    end
  end
  genvar i;
  assign accumulation_in[0] = accumulation;
  assign output_result      = accumulation_out[NUM_COMBINED_TERMS-1] ;
  generate
    for (i=1; i<=8-1; i=i+1) begin
      begin
        assign accumulation_in[i] = accumulation_out[i-1];
      end
      begin : QUANTIZATION_BLOCK
        coe_acc#(
          .NUM_COE_ARRAY(NUM_COE_ARRAY),
          .INPUT_SEL_WIDTH(NUM_BIT_EXPONENT+1)
        )  pe (
          .clk         (clk                        ),
          .reset       (reset                      ),
          .accumulation(accumulation_in[i]         ),
          .input_selection  (input_selection       ),     
          .sign_ctrl   (sign_ctrl_reg[i]               ),
          .result      (accumulation_out[i]        )
        );
      end
    end
  endgenerate
endmodule
File: design/flow/run.sh
#!/bin/bash
# OpenROAD 26Q1-2900-gdf79404cd8, Yosys 0.63+post, stock flow scripts
make -C /OpenROAD-flow-scripts/flow DESIGN_CONFIG=/design/flow/config.mk WORK_HOME=/design/flow/orfs finish
File: design/flow/config.mk
export PLATFORM = sky130hd
export DESIGN_NAME = mac
export DESIGN_NICKNAME = mac
export VERILOG_FILES = /design/flow/design.v
export SDC_FILE = /design/flow/constraint.sdc
export NUM_CORES = 4
export LEC_CHECK = 1
export CORE_UTILIZATION = 50
File: design/flow/constraint.sdc
current_design mac

set clk_period 14.8
set clk_io_pct 0.2

create_clock -name clk0 -period $clk_period [get_ports {clk}]

set non_clock_inputs [all_inputs -no_clocks]
set_input_delay [expr $clk_period * $clk_io_pct] -clock clk0 $non_clock_inputs
set_output_delay [expr $clk_period * $clk_io_pct] -clock clk0 [all_outputs]
==> results_dict.tcl <==
# metrics dict for downstream scripts
set metrics [dict create \
    status "complete, no violations" \
    cts_tree "built" \
    fin_ws_ns 4.44 \
    relSlewSlack 0.187 \
    drc 0 \
    yosysSeqAreaShare 0.0417 \
    cts-hold-fix-buffers 0 \
    vias 24500 \
    numSynthFlops 36 \
    die_area_um2 38000 \
    grt_max_degree 44 \
    clkLatencyLatePin_ns 0.28 \
    r2r_end "sign_ctrl_reg[7]" \
    fmax_mhz 96.5 \
    edf_count 5 \
    cts_setup_buffers 0 \
    first_pass_iters 13 \
    cts_made_buffers 5 \
    grt-ovfl-total 0 \
    dp.cells 3184 \
    top_cell_area_share 0.0720 \
    antenna_found_initial 7 \
    setup_viol 0 \
    synth_area_um2 18600 \
    ff2ff_path_depth 30 \
    max_stage_delay_ns 0.56 \
    crit_start "group_size_reg[4]" \
    tightest_slew_ns 1.21 \
    clock_sinks 36 \
    routedWlPerCell_um 33.1 \
    stdcell_count 3195 \
    clock_skew_ns 0.00335 \
    h-tree-depth 2 \
    grt_pass1_vias 22300 \
    hold_viol_final 0 \
    largest_area_cell "xnor2_1" \
    fin_crit_sh 0.700 \
    fin_crit_ns 10.36 \
    wl_mm 106 \
    avgSynthCellArea_um2 6.78 \
    powerDensity_nw_per_um2 78.3 \
    topCellsByArea "xnor2_1 7.2%, nand2_1 6.0%, nor2_1 5.7%" \
    ios 83 \
    synthCells 2746 \
    cts_resized 0 \
    ir_drop_mv 0.0418 \
    drt-initial-drc-count 3972 \
    power_mw 1.57 \
    cp_max_fo 17 \
    antenna_left 0 \
    die_w_um 195 \
    r2r_slack_ns 4.44 \
    worst-endpoint-arrival_ns 10.46 \
    final.setup.tns_ns 0 \
    critical_path_class "reg -> reg" \
    yosys_area_um2 18600 \
    whs_ns 0.376 \
    critPathSlowestCell "or4_1" \
    rsz0062_at_grt "false" \
    synth_warnings 47 \
    cp.required_ns 14.89 \
    clk_pin_slew_ns 0.06 \
    hold_class "reg -> reg" \
    largest_register_ffs 8 \
    cp-start-kind "register" \
    p_leak_nw 7.43 \
    flop_cell "dfxtp_1" \
    drive_above_1_share 0.0914 \
    root_buffer "clkbuf_16" \
    vias_per_cell 7.66 \
    maxCapViolations 0 \
    fp_util 0.509 \
    holdCritStartpoint "genblk1[7].QUANTIZATION_BLOCK.pe.adder.c" \
    async_flop_share 0.0278 \
    dp_slack_ns 5.35 \
    maxSlewViolCount 0 \
    warning_count 62 \
    ys_types 118 \
    io_buffers 54 \
    areaGrowthSynthToFinish_pct 7.48 \
    lay_top_cells "295 x nand2_1, 280 x nor2_1, 151 x xnor2_1, 148 x nor3_1, 146 x nand3_1" \
    hold_depth 0 \
    r2r-start "group_size_reg[4]" \
    coreArea_um2 36600 \
    grt_pass1_wl_mm 151 \
    die_h_um 195 \
    hpwlAfterDp_mm 77.4 \
    mostFrequentLayoutCell "nand2_1" \
    cts.path.max_buffers 2 \
    ys_cells 2746 \
    num_rows 70 \
    gp_congestion 1.22 \
    grtUsageTotal 0.557 \
    end_kind "register" \
]
stage by stage:
step	utilization	area, um^2
3_5_place_dp	0.542	19800
3_3_place_gp	0.542	19800
6_report	0.547	20000
2_1_floorplan	-	18600
4_1_cts	0.546	20000
5_1_grt	0.547	20000
logic make-up after synthesis:
logic type,after synthesis,share of synthesized area
and+or+nand+nor,1330,0.367
AOI/OAI and AO/OA,684,0.263
buffers and inverters,268,0.0611
xor gates and xnor gates,207,0.118
muxes,130,0.0827
adders and majority gates,90,0.0664
DFF,36,0.0417
other,1,0.000201
cell type report:
class	instances	area (um^2)
multi-input combinational	2449	16800
tap	468	586
antenna	3	7.51
timing repair buffer	171	1420
clock inverter	3	45.0
sequential	36	776
clock buffer	5	125
inverter	60	225
fill	3406	16600
metal layers:
layer	GRT usage	share of wire	up-vias	wire length, um
met3	0.310	0.18	742	18900
met1	0.663	0.34	11100	36400
li1	-	-	10300	-
met2	0.737	0.37	2267	39100
met5	0.0294	0.0023	-	239
met4	0.418	0.11	16	11100
critical path, delay by kind of cell, from the launching register on:
kind	cells	cell delay, ns
fa+ha+maj	5	2.07
xor+xnor	1	0.35
compound gates	10	2.59
flops	1	0.52
buf+inv	6	2.06
simple gates	8	2.55
cells in the mapped netlist, types with 13 or more instances:
cell type  instances
buf_1             35
o211a_1           15
mux2i_1          101
and3_1            32
nor3_1           150
xor2_1            26
nor4b_1           13
inv_1             54
nor4_1            58
a211o_1           13
nor2_1           282
nand2b_1          29
or2_2             22
nor2b_1           26
a2111oi_0         16
nand4_1           64
a211oi_1          27
fa_1              15
a31oi_1           57
buf_2             39
xnor3_1           26
nand3_1          147
nor3b_1           14
a22oi_1           14
o22ai_1           19
or4_1             21
a2111o_1          14
and2_1            62
a21o_1            16
a21oi_1          138
nand2_1          296
mux4_2            18
xnor2_1          153
clkbuf_1         117
o21ai_0          106
o31ai_1           30
a32oi_1           13
or3_1             41
ha_1              74
dfxtp_1           30
o2111ai_1         18
o211ai_1          38
power breakdown:
| group | internal, mW | total [mW] | switching [mW] |
|---|---|---|---|
| registers | 0.105 | 0.113 | 0.00746 |
| logic | 0.430 | 1.33 | 0.903 |
| clock network | 0.0800 | 0.122 | 0.0418 |
| total | 0.615 | 1.57 | 0.952 |
worst max path at each step:
| stage | end | slack, ns | cells past startpoint |
|---|---|---|---|
| CTS | sign_ctrl_reg[7] | 5.28 | 30 |
| global route | sign_ctrl_reg[7] | 4.39 | 30 |
| finish | sign_ctrl_reg[7] | 4.44 | 30 |
Power and IR drop assume default switching activity.
