### /design/flow/run.sh
#!/bin/bash
# OpenROAD 26Q1-2900-gdf79404cd8, Yosys 0.63+post, stock flow scripts
make -C /OpenROAD-flow-scripts/flow DESIGN_CONFIG=/design/flow/config.mk WORK_HOME=/design/flow/orfs finish
### /design/flow/config.mk
export PLATFORM = sky130hd
export DESIGN_NAME = binary_stream_converter
export DESIGN_NICKNAME = binary_stream_converter
export VERILOG_FILES = /design/flow/design.v
export SDC_FILE = /design/flow/constraint.sdc
export NUM_CORES = 4
export LEC_CHECK = 1
export CORE_AREA = 10 10 111 111
export DIE_AREA = 0 0 121 121
### /design/flow/constraint.sdc
current_design binary_stream_converter

set clk_period 3.6
set clk_io_pct 0.2

create_clock -name clk0 -period $clk_period [get_ports {clk}]

set non_clock_inputs [all_inputs -no_clocks]
set_input_delay [expr $clk_period * $clk_io_pct] -clock clk0 $non_clock_inputs
set_output_delay [expr $clk_period * $clk_io_pct] -clock clk0 [all_outputs]
### /design/flow/design.v
`timescale 1ns / 1ps
module binary_stream_converter #(
  parameter NUM_COE_ARRAY      = 16,
  parameter NUM_COMBINED_TERMS = 8
) (
  input                      clk            ,
  input                      reset          ,
  input  [NUM_COE_ARRAY-1:0] systolic_result,
  output                     binary_result
);
  reg [NUM_COMBINED_TERMS-1:0] buffer_reg0,buffer_reg1,buffer_reg2,buffer_reg3,buffer_reg4,buffer_reg5,buffer_reg6,buffer_reg7;
  reg [                  15:0] binary_reg ;
  always@(posedge clk) begin
    if(reset == 1) begin
      {buffer_reg0,buffer_reg1,buffer_reg2,buffer_reg3,buffer_reg4,buffer_reg5,buffer_reg6,buffer_reg7} <= 'b0;
    end begin
      buffer_reg0 <= {buffer_reg0[NUM_COMBINED_TERMS-2:0], systolic_result[0]};
      buffer_reg1 <= {buffer_reg0[NUM_COMBINED_TERMS-2:0], systolic_result[1]};
      buffer_reg2 <= {buffer_reg0[NUM_COMBINED_TERMS-2:0], systolic_result[2]};
      buffer_reg3 <= {buffer_reg0[NUM_COMBINED_TERMS-2:0], systolic_result[3]};
      buffer_reg4 <= {buffer_reg0[NUM_COMBINED_TERMS-2:0], systolic_result[4]};
      buffer_reg5 <= {buffer_reg0[NUM_COMBINED_TERMS-2:0], systolic_result[5]};
      buffer_reg6 <= {buffer_reg0[NUM_COMBINED_TERMS-2:0], systolic_result[6]};
      buffer_reg7 <= {buffer_reg0[NUM_COMBINED_TERMS-2:0], systolic_result[7]};
      binary_reg  <= 128 * buffer_reg7 + 64 * buffer_reg6 + 32 * buffer_reg5 + 16 * buffer_reg4 + 8 * buffer_reg3 + 4 * buffer_reg2 + 2 * buffer_reg1 + buffer_reg0;
    end
  end
  assign binary_result = binary_reg[15];
endmodule
==> Changelog: implementation <==
### Changed

- Outcome: finished with violations
- Failing checks: negative setup slack
- CTS max path bufs: 2
- Peak Freq: 274.7 MHz
- Max FFs per register: 6
- RePlAce Congestion: 0.8121
- Ant diodes: 0
- Hold-fix buffers at CTS: 0
- Die H: 121 um
- Filler cells: 1018
- FFs w/ async S/R, synth: 0%
- Cells along the critical path: fa_2, inv_2, fa_1, fa_1, fa_1, inv_2, ha_4, buf_6, nand4_1, nor3_4, a2111oi_4, xnor2_1
- Die area: 14640 um2
- P per Cell Area: 538.5 nW/um2
- Worst r2r path cells: 12
- Finished Cell Area: 2097 um2
- Die Wd: 121 um
- Inst Count DP: 293
- Chip Area, Yosys: 1523 um2
- Antenna Nets Post-Route: 0
- Worst Tran Pin Value: 0.2703 ns
- Synth warn: 1
- Late-Pin Clk Latency: 0.25 ns
- Synth top area share: 32.87%
- Clock Tree Root: clkbuf_8
- # DRC: 0
- Crit path DAT: 3.82 ns
- Fin Clk Skew: 0.003962 ns
- Setup CP Type: reg -> reg
- Vias: 923
- Slew margin rel.: 81.98%
- Crit end category: register
- Static leakage: 1.022 nW
- Drt first pass iters: 2
- RSZ-0062 raised after global routing: true
- Hold WC Path Type: reg -> reg
- Worst path required time: 3.78 ns
- Worst vdd ir: 202.8 uV
- First-pass GRT wire length: 4.491 mm
- Top FF cell, synth: dfxtp_1
- Synth top cells by count: inv_1, ha_1, fa_1
- Clk pin slew, worst setup/hold paths: 0.07 ns
- Minimum clock period: 3.640 ns
- GRT Util Overall: 3.764%
- Cell count in the Yosys report: 134
- Setup violations, final: 1
- CORE AREA: 9864 um2
- Non-filler instance count after layout: 298
- Ports: 19
- Rows: 36
- R2R setup slack: -0.04 ns
- Aggregate global routing overflow: 0
- Clock buffer count from CTS: 3
- Most frequent cell after synthesis: inv_1
- Drt wl/cell: 8.591 um
- Post-synth EDFFs: 0
- Netlist Area Pre-Place: 1523 um2
- Clock Sinks: 16
- Detailed placement HPWL: 2.138 mm
- Slowest stage delay, CP: 0.61 ns
- Mean Syn Cell Area: 11.36 um2
- Crit Reg-Reg Startpoint: buffer_reg7[4]
- Vias in the first global route: 1025
- Cell repeated most along the worst path: fa_1
- MaxCap Viol Count: 0
- Vias per inst: 3.097
- Iter 0 DRT Violations: 13
- Hold Fails Final Rpt: 0
- Area grow syn2layout: 37.72%
- Floorplan utilization: 15.44%
- Synth Instances: 134
- Initial antenna violation count: 0
- Register share after synthesis: 21.04%
- Drt total wl: 2.560 mm
- Post-synth top area cell: fa_1
- Largest net degree at the start of global routing: 10
- Log Warnings: 41
- CTS tree: built
- IO Port Bufs: 9
- Layout cell share with drive strength beyond 1: 27.88%
- H-tree level count: 1
- Ys flops: 16
- Startpoint Class: register
- Cell area leaders: fa_1, ha_1, dfxtp_1
- Worst R2R End: binary_reg[15]
- Distinct lib cells: 17
- CP Max Fanout: 4
- Final period utilization: 101.1%
- Worst setup endpoint: binary_reg[15]
- Fin. max-slew vios: 0
- Crit path from: buffer_reg7[4]
- Final setup margin: -0.03995 ns
- Post-DP Area: 1923 um2
- Cell with the largest stage delay on the worst path: fa_2
worst min-delay path by stage:
stage | from | to | slack [ns] | depth (start not counted)
finish | buffer_reg0[0] | binary_reg[0] | 0.33 | 0
global route | buffer_reg0[0] | binary_reg[0] | 0.34 | 0
CTS | buffer_reg0[0] | binary_reg[0] | 0.33 | 0
layout make-up:
type | count | area (um2) | share of cell area [%]
Timing Repair Buffer | 28 | 244.0 | 11.63
Tap cell | 133 | 166.4 | 7.936
Clock buffer | 4 | 55.05 | 2.625
Inverter | 39 | 146.4 | 6.981
Multi-Input combinational cell | 78 | 1147 | 54.71
Sequential cell | 16 | 337.8 | 16.11
cells in the final DEF (no fill, tap or decap), types with 4 or more instances in the layout:
| master | Yosys | layout |
|---|---|---|
| inv_1 | 39 | 36 |
| ha_1 | 30 | 25 |
| fa_1 | 25 | 23 |
| buf_4 | 0 | 16 |
| dfxtp_1 | 16 | 10 |
| clkdlybuf4s50_1 | 0 | 9 |
| a21o_1 | 5 | 5 |
| dfxtp_4 | 0 | 4 |
| clkbuf_8 | 0 | 4 |
power by group:
group	internal, mW	switching (mW)	total (mW)	leakage, nW
combinational	0.398	0.369	0.767	0.857
clock	0.0970	0.0640	0.161	0.0288
sequential	0.191	0.0107	0.202	0.136
total	0.686	0.444	1.13	1.02
logic make-up after synthesis:
group,after synthesis,synth area share (%)
buffers and inverters,40,9.860
and+or+nand+nor,6,2.465
adders and majority gates,55,57.52
xor gates and xnor gates,6,3.452
muxes,1,0.6574
AOI/OAI and AO/OA,10,5.012
DFF,16,21.04
metrics by stage:
| stage | setup slack, ns | setup TNS (ns) | hold slack [ns] | utilization (%) | total power [mW] |
|---|---|---|---|---|---|
| detailed placement | -0.1117 | -0.1117 | 0.3132 | 19.50 | 0.7895 |
| global route | -0.1705 | -0.1705 | 0.3387 | 21.26 | 1.267 |
| floorplan | 0.01629 | 0 | 0.3096 | - | 0.6189 |
| CTS | -0.09113 | -0.09113 | 0.3316 | 20.69 | 1.070 |
| global placement | -0.1189 | -0.1189 | 0.3140 | 19.50 | 0.7846 |
| finish | -0.03995 | -0.03995 | 0.3270 | 21.26 | 1.129 |
worst max-delay path: cells and delay by family, from the launching register on:
family / cells / cell delay (ns)
AND-OR/OR-AND: 1 / 0.34
AND/OR/NAND/NOR: 2 / 0.20
adder cells (fa/ha/maj): 5 / 2.30
buffers and inverters: 3 / 0.21
XOR/XNOR: 1 / 0.17
flip-flops: 1 / 0.36
routing by layer:
layer  share of wire, %  global-route usage [%]  wire (um)  up-vias
met1                 47                   4.722       1201      427
met2                 46                   5.986       1170       16
met3                6.3                   1.795        162        4
met4               0.98                  0.3771         25        0
met5                  0                       0          0        -
li1                   -                       -          -      476
timing repair:
item	CTS	global route
pin swaps	11	21
resized	12	10
setup buffers	1	0
endpoints found under the setup margin	1	1
Power is estimated from default activity; no workload was simulated.
